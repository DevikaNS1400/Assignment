### design.v
`timescale 1ns / 1ps
module mod_sram(
    input wire clk,
    input wire reset,
    input wire wr_en,
    input wire rd_en,
    input wire burst_en,
    input wire [2:0] burst_len,      
    input wire [7:0] data_in,
    input wire [7:0] addr,
    output reg [7:0] data_out,
    output reg error_flag
);
reg [7:0] mem [255:0];               
reg [2:0] burst_count;
reg burst_active;
always @(posedge clk or posedge reset) begin
    if (reset) begin
        data_out <= 8'b0;
        error_flag <= 0;
        burst_count <= 0;
        burst_active <= 0;
    end else begin
        error_flag <= 0;
        if (wr_en && rd_en) begin
            error_flag <= 1;
        end
        if (addr > 8'd255) begin
            error_flag <= 1;
        end
        if (burst_en && !burst_active) begin
            burst_active <= 1;
            burst_count <= 0;
        end
        if (burst_active) begin
            if (burst_count < burst_len) begin
                if (wr_en) begin
                    mem[addr + burst_count] <= data_in;  
                end else if (rd_en) begin
                    data_out <= mem[addr + burst_count];  
                end
                burst_count <= burst_count + 1;
            end else begin
                burst_active <= 0; 
            end
        end else begin
            if (wr_en) begin
                mem[addr] <= data_in;
            end else if (rd_en) begin
                data_out <= mem[addr];
            end
        end
    end
end
endmodule
### constraint.sdc
current_design mod_sram

set clk_period 15.6
set clk_io_pct 0.2

create_clock -name clk0 -period $clk_period [get_ports {clk}]

set non_clock_inputs [all_inputs -no_clocks]
set_input_delay [expr $clk_period * $clk_io_pct] -clock clk0 $non_clock_inputs
set_output_delay [expr $clk_period * $clk_io_pct] -clock clk0 [all_outputs]
### config.mk
export PLATFORM = sky130hd
export DESIGN_NAME = mod_sram
export DESIGN_NICKNAME = mod_sram
export VERILOG_FILES = /design/flow/design.v
export SDC_FILE = /design/flow/constraint.sdc
export NUM_CORES = 4
export LEC_CHECK = 1
export CORE_UTILIZATION = 50
### run.sh
#!/bin/bash
# OpenROAD 26Q1-2900-gdf79404cd8, Yosys 0.63+post, stock flow scripts
make -C /OpenROAD-flow-scripts/flow DESIGN_CONFIG=/design/flow/config.mk WORK_HOME=/design/flow/orfs finish
==> Slide: Implementation Results <==
Physical Implementation Snapshot

Synth
  • Area leader share: 63.0%
  • Seq share, synth: 63.3%
  • Syn Inst Count: 7,899
  • Async set-reset flop share out of synthesis: 0.631%
  • YS chip area: 97,600 um^2
  • Count leader, synth: edfxtp_1
  • Synth area leader: edfxtp_1
  • Top cells by count: 2,048 x edfxtp_1, 1,045 x a22oi_1, 581 x nor2_1, 427 x clkbuf_1, 372 x nand2_1
  • Yosys warning count: 2
  • Post-Syn Area: 97,600 um^2
  • Post-synth EDFFs: 2,048
  • Yosys cell count: 7,899
  • Synth cell types: 88
  • Syn_area_per_cell: 12.4 um^2
  • Synth Flop Type: edfxtp_1
  • Flops after synth: 2,061
  • Area contributors post-synth: edfxtp_1 63%, a22oi_1 8.0%, nor2_1 2.2%, a21oi_1 1.9%, nand3_1 1.8%

Clock network
  • H-tree depth: 4
  • CTS Sinks: 2,061
  • Hold buffer count at cts: 0
  • Post-cts resize count: 0
  • CTS root buffer: clkbuf_16
  • CTS buffer count: 208
  • Post-CTS Setup Bufs: 0
  • CTS max path bufs: 3

Floorplanning
  • I/O Pins: 33
  • Die Ht: 444 um
  • Die W: 444 um
  • FP Core Util: 50.5%
  • # rows: 161

Placement
  • Port buffer count: 32
  • Placer congestion estimate: 2.29
  • Dpl hpwl: 709,000 um
  • Placed inst area: 105,000 um^2
  • Placed cell count: 10,501

Global route
  • Total track usage: 122%
  • Vias in the first global route: 123,702
  • First-pass GRT wire length: 1,400,000 um
  • Grt total ovfl: 38,864
  • Largest net degree at the start of global routing: 75

Outcome
  • Exit stage: 5_1_grt
  • Run Error: [ERROR GRT-0116] Global routing finished with congestion. Check the congestion regions in the DRC Viewer.
  • Status: aborted with a tool error
-- routing by layer --
layer	overflow	global-route usage, %
met5	429	97.6
met1	12555	129
met3	5295	108
met4	3468	106
met2	17117	137
-- per-stage QoR --
stage	setup slack, ps	hold slack, ps
CTS	6780	588
detailed placement	5820	567
global placement	5830	588
floorplan	7910	452
-- cell families after synthesis --
logic type      Yosys count  synth area share [%]
fa+ha+maj                 7                0.0974
buf+inv                 775                  3.19
flops                  2061                  63.3
mux                      60                 0.632
simple gates           2070                  10.4
xor+xnor                  3                0.0269
compound gates         2923                  22.3
