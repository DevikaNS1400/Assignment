==> /design/flow/design.v <==
`timescale 1ns / 1ps
module mod_N_comp #(parameter N=4)(
output aeb,alb,agb,
input [N-1:0]a,b
 );
 assign aeb=((a<=b)&&(a>=b))?1'b1:0;
 assign alb=(a<b)?1'b1:0;
 assign agb=(a>=b)?1'b1:0; 
endmodule
==> /design/flow/run.sh <==
#!/bin/bash
# OpenROAD 26Q1-2900-gdf79404cd8, Yosys 0.63+post, stock flow scripts
make -C /OpenROAD-flow-scripts/flow DESIGN_CONFIG=/design/flow/config.mk WORK_HOME=/design/flow/orfs finish
==> /design/flow/config.mk <==
export PLATFORM = sky130hd
export DESIGN_NAME = mod_N_comp
export DESIGN_NICKNAME = mod_N_comp
export VERILOG_FILES = /design/flow/design.v
export SDC_FILE = /design/flow/constraint.sdc
export NUM_CORES = 4
export LEC_CHECK = 1
export CORE_AREA = 10 10 70 70
export DIE_AREA = 0 0 80 80
==> /design/flow/constraint.sdc <==
current_design mod_N_comp

set clk_period 2.1
set clk_io_pct 0.2

create_clock -name clk0 -period $clk_period

set non_clock_inputs [all_inputs -no_clocks]
set_input_delay [expr $clk_period * $clk_io_pct] -clock clk0 $non_clock_inputs
set_output_delay [expr $clk_period * $clk_io_pct] -clock clk0 [all_outputs]
==> results_slide.txt <==
Synthesis and Place & Route Summary

Power
  – PwrDens: 174 mW/mm²
  – IR drop worst, VDD: 0.0230 mV
  – Leak pwr: 0.000135 µW

Placement
  – Inst Count DP: 72
  – Input/output buffers: 11
  – Pre-CTS WS: -0.470 ns
  – RD Place Congestion: 0.758

Final layout
  – Non-filler instance count after layout: 73
  – Most instantiated logic cells after routing: 10 x dlygate4sd2_1, 4 x ha_4, 3 x inv_2
  – Highest-count logic cell in the final layout: dlygate4sd2_1
  – Area growth, synth to finish: 215%
  – Gate Area: 159 µm²
  – Flop area: 0 µm²
  – Registers: 0
  – Clock buffers: 0
  – Layout fillers: 397
  – Layout cell share with drive strength beyond 1: 0.519

Drt
  – Drt total wl: 509 µm
  – Via/cell ratio: 1.88
  – Vias: 137
  – DR DRC count: 0
  – 1st-iter DRT viols: 1
  – N_diodes: 0
  – Antenna Nets Post-Route: 0
  – 1st-pass router iterations: 2
  – Wire per inst: 6.97 µm

GRT
  – First-pass GRT wire length: 696 µm
  – Number of global-route vias before repair: 130
  – GRT Residual Overflow: 0
  – Largest net degree at the start of global routing: 3
  – Initial antenna violation count: 0
  – GRT Overall Usage: 0.0141

Die
  – Core area: 0.00342 mm²
  – DIE WIDTH: 80 µm
  – # IOs: 11
  – Die y size: 80 µm
  – FP Rows: 21
  – Die area: 0.00640 mm²
  – FP Core Util: 0.0308

Setup path
  – CP arrival: 1.56 ns
  – CP peak stage delay: 0.33 ns
  – Slowest-stage cell, CP: or3_1
  – Top delay family on crit path: buffers and inverters
  – Buffers & Inverters on Critical Path: 2
  – Max FO, Critical Path: 2
  – CP startpoint kind: input pin
  – Cell Chain, Critical Path: dlygate4sd2_1 -> ha_4 -> o21ai_2 -> a21oi_2 -> or3_1 -> buf_2
  – Worst EP required: 1.68 ns
  – Worst Setup End Kind: primary output
  – Crit Path Category: in2out

Yosys
  – Unique masters post-synth: 8
  – Main logic family after synthesis: adder cells
  – Xor/xnor share: 0
  – And+or+nand+nor area frac: 0.286
  – # Cells Yosys: 15
  – AO/OA Area Share: 0.0952
  – Synthesized area per cell: 7.01 µm²
  – Syn. warnings: 0
  – Yosys top cell area share: 0.476
  – Cell area after synthesis: 105 µm²
  – Most area-hungry cell type in the Yosys netlist: ha_1
  – Mapped Cells: 15
  – Adder Share, Synth: 0.476
  – Synth mux share: 0
  – Chip Area, Yosys: 105 µm²
  – Synth Seq Share: 0
  – Top cells by area, synth: ha_1 48%, inv_1 14%, and4_2 9.5%

Final timing
  – Worst hold slack: 1.39 ns
  – Fmax: 506 MHz
  – Fin crit period: 1.98 ns
  – Pins Over Slew Limit: 0
  – Slew headroom: 0.910
  – Setup ws final: 0.124 ns
  – RSZ-0062 raised after global routing: no
  – Final setup fails: 0
  – Cycle use final: 0.941
  – Worst Tran Pin Value: 0.134 ns
  – Fin. Hold Viols: 0

Clocking
  – Hold_buf cts: 0

Flow run
  – Tool Warnings: 32
  – Max_cap viols: 0

Status
  – Status: finished, final reports clean

Worst hold path
  – HP Class: in2out
kinds of logic (layout without fill, tap and decap cells):
| group | after synthesis | count (layout) |
|---|---|---|
| simple gates | 5 | 5 |
| compound gates | 2 | 2 |
| buf+inv | 4 | 16 |
| fa+ha+maj | 4 | 4 |
synthesized netlist by cell type, drive strengths merged:
| master | count |
|---|---|
| a21oi | 1 |
| nor2 | 2 |
| and4 | 1 |
| o21ai | 1 |
| ha | 4 |
| nand2b | 1 |
| or3 | 1 |
| inv | 4 |
routing by layer:
metal  part of all wire  wire, µm  track usage
met5                  0         0            0
met3              0.094        48      0.00341
met2               0.55       281       0.0273
met4                  0         0            0
met1               0.35       179       0.0158
timing repair:
action / in CTS / in global routing
setup endpoints to repair: 3 / 0
setup buffers: 1 / 0
resized: 26 / 0
through the flow:
stage | setup TNS [ns] | cell area, µm² | total power (µW) | utilization
2_1_floorplan | 0 | 105 | 14.1 | -
3_3_place_gp | -0.893 | 273 | 43.5 | 0.0799
3_5_place_dp | -0.948 | 273 | 44.7 | 0.0799
4_1_cts | 0 | 332 | 57.4 | 0.0971
5_1_grt | 0 | 332 | 65.1 | 0.0971
6_report | 0 | 332 | 57.8 | 0.0971
worst paths after layout:
kind / start / end / slack [ns] / cells after the start
worst min-delay path: a[3] / agb / 1.39 / 4
worst max-delay path: a[2] / agb / 0.12 / 6
area by class of cell:
type                            count  area share
Multi-Input combinational cell     11       0.479
Timing Repair Buffer               12       0.302
Tap cell                           46       0.174
Inverter                            4      0.0453
power by group:
part           leakage (µW)  internal [µW]  switching [µW]
registers                 0              0               0
logic              0.000135           35.6            22.1
clock network             0              0               0
total              0.000135           35.6            22.1
Power is estimated from default activity; no workload was simulated.
